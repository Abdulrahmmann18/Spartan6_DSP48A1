## /design/flow/config.mk

```make
export PLATFORM = sky130hd
export DESIGN_NAME = FourToOne_mux
export DESIGN_NICKNAME = FourToOne_mux
export VERILOG_FILES = /design/flow/design.v
export SDC_FILE = /design/flow/constraint.sdc
export NUM_CORES = 4
export LEC_CHECK = 1
export CORE_AREA = 10 10 101 101
export DIE_AREA = 0 0 111 111
```

## /design/flow/constraint.sdc

```tcl
current_design FourToOne_mux

set clk_period 1.0
set clk_io_pct 0.2

create_clock -name clk0 -period $clk_period

set non_clock_inputs [all_inputs -no_clocks]
set_input_delay [expr $clk_period * $clk_io_pct] -clock clk0 $non_clock_inputs
set_output_delay [expr $clk_period * $clk_io_pct] -clock clk0 [all_outputs]
```

## /design/flow/design.v

```verilog
module FourToOne_mux #(parameter WIDTH = 48)
(
	input wire [WIDTH-1:0] IN0, IN1, IN2, IN3,
	input wire [1:0]		sel,
	output reg [WIDTH-1:0]	MUX_OUT
);
	always @(*) begin
		case (sel)
			2'b00 : MUX_OUT = IN0;
			2'b01 : MUX_OUT = IN1;
			2'b10 : MUX_OUT = IN2;
			2'b11 : MUX_OUT = IN3;
		endcase
	end
endmodule
```

## /design/flow/run.sh

```bash
#!/bin/bash
# OpenROAD 26Q1-2900-gdf79404cd8, Yosys 0.63+post, stock flow scripts
make -C /OpenROAD-flow-scripts/flow DESIGN_CONFIG=/design/flow/config.mk WORK_HOME=/design/flow/orfs finish
```

==> Slide: Implementation Results <==
Physical Implementation Snapshot

Timing
  – Final TNS setup: -13810 ps
  – Worst rel slew slack: 87.3%
  – Setup ws final: -317 ps
  – Period Utilization, post-route: 132%
  – Final min period: 1320 ps
  – Final Hold Vio Count: 0
  – Final hold slack: 881 ps
  – RSZ-0062 raised after global routing: yes
  – Fmax: 759 MHz
  – Worst-Margin Slew: 191 ps
  – Max-slew violation count: 0
  – Final setup viols: 48

Synth
  – Simple-Gate Area Share: 0%
  – Top cells by area: mux4_2 94%, buf_6 2.9%, buf_2 1.3%
  – Post-synth top area cell: mux4_2
  – Post-synth area from yosys stat: 1150 µm²
  – Synth Seq Share: 0%
  – Cell Type Count: 5
  – Top logic family: multiplexers
  – Synth Area in XOR/XNOR: 0%
  – Mux frac, synth: 93.8%
  – Yosys cell count: 58
  – Syn_area_per_cell: 19.9 µm²
  – AO/OA Area Share: 0%
  – Adder share: 0%
  – Yosys warns: 1
  – Share of the synthesized area in the top cell type: 93.8%
  – Post-Synthesis Cells: 58
  – Mapped Area: 1150 µm²

Place
  – Cell Area, Placed: 3750 µm²
  – Final Wtd Congestion: 0.950
  – Input/output buffers: 242
  – Dpl hpwl: 10.3 mm

GRT
  – Global-route wire length before repair: 15.8 mm
  – Vias in the first global route: 2146
  – Largest net degree at the start of global routing: 32
  – GRT Overall Usage: 17.6%
  – Global route overflow: 0
  – Antenna violations before repair: 5

Routing
  – Drt initial violations: 26
  – Final ANT Viol Nets: 0
  – TritonRoute pass-1 iters: 2
  – Total Wirelength: 11.4 mm
  – DR vias/cell: 4.45
  – Drt wl/cell: 27.5 µm
  – Total number of vias: 1844
  – Drt drc: 0

Die
  – Die extent in y: 111 µm
  – Core area: 8130 µm²
  – Die width: 111 µm
  – Std cell rows: 33
  – Ports: 242
  – FP Core Util: 14.2%
  – Die area: 12300 µm²

Status
  – Failing checks: setup timing
  – Status: finished with violations

Power and ir drop
  – Comb power frac: 100.0%
  – Power Density: 375 nW/µm²
  – Internal Power: 932 µW
  – Clock power frac: 0%
  – Sequential share of power: 0%
  – Sw Share: 28.4%
  – Psw: 369 µW
  – Leakage: 0.00166 µW
  – VDD IR max: 0.000144 V

Cells and area
  – Layout cells sized above 1: 36.6%
  – Post-Route Utilization: 42.6%
  – Sequential cells: 0
  – Top cell excl fill/tap: dlygate4sd2_1
  – # clk buffers: 0
  – Most instantiated logic cells after routing: 192 x dlygate4sd2_1, 48 x mux4_2, 45 x buf_2
  – Layout area overhead: 201%
  – Fill count: 866
  – Register area: 0 µm²
  – Gate Area: 1080 µm²
  – Post-route cell area: 3470 µm²

Job
  – Tool warning count: 35
  – Max Cap Viol: 0

Worst setup path
  – Crit path cell chain: buf_16 -> clkbuf_16 -> mux4_2 -> buf_6
  – Critical Path Fanout Max: 5
  – WP data required: 800 ps
  – CP Class: input port to output port
  – Arr. time, crit path: 1120 ps
  – CP endpoint kind: output port
  – Critical path launch point type: input port
  – Worst path max stage delay: 510 ps
  – Slowest CP cell: mux4_2

Hold path
  – Hold path endpoint: MUX_OUT[11]
  – Min-Delay Path Depth: 3
  – Worst hold path type: input port to output port
  – Worst min-delay path startpoint: IN2[11]

Clock network
  – Setup Fix Bufs, Post-CTS: 0
  – CTS Hold Buffers Added: 0
==> metal layers <==
metal,GRT usage (%),share of wire [%],vias up
met5,0,0.15,-
met4,0,0,2
met3,9.20,12,2
met2,30.8,51,154
met1,19.7,37,878
li1,-,-,808
==> worst max-delay path: cells and delay by family <==
kind,cells,cell delay [ps]
muxes,1,510
buffers and inverters,3,410
==> worst max-delay path by stage <==
stage       from          end  slack [ps]  cells after the start
4_1_cts   sel[0]  MUX_OUT[29]        -370                      4
5_1_grt   sel[0]   MUX_OUT[3]        -340                      4
6_report  sel[0]  MUX_OUT[30]        -320                      4
==> metrics by stage <==
step,power [µW],setup slack (ps),cells
3_3_place_gp,1700,-780,403
2_1_floorplan,419,-125,58
5_1_grt,1390,-338,410
6_report,1300,-317,414
4_1_cts,1300,-371,405
3_5_place_dp,1700,-770,403
==> kinds of logic after synthesis <==
| kind of cell | Yosys count |
|---|---|
| muxes | 48 |
| buffers and inverters | 10 |
==> cell usage after synthesis (all sizes together) <==
library cell,n
buf,8
clkbuf,2
mux4,48
==> layout make-up <==
class              instances  share of cell area (%)
repair buffers           255                    64.6
diodes                     6                   0.433
well taps                105                    3.79
multi-input cells         48                    31.2
==> power groups by stage <==
stage         Combinational, µW  Clock (µW)  Sequential (µW)
CTS                        1300           0                0
global route               1390    0.000268                0
finish                     1300    0.000804                0
==> timing repair <==
action / 4_1_cts / 5_1_grt
gates resized: 363 / 1
gates cloned: 2 / 3
endpoints found under the setup margin: 48 / 48
Power is estimated from default activity; no workload was simulated.

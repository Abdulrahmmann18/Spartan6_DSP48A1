**flow/design.v**
```verilog
module Adder_Sub #(parameter WIDTH = 18)
(
	input wire  [WIDTH-1:0] operand1,
	input wire  [WIDTH-1:0] operand2,
	input wire 			    sel,
	input wire 				cin,
	output wire [WIDTH-1:0] result,
	output wire 			cout
);
	assign {cout, result} = (~sel) ? (operand1+operand2+cin) : (operand1-(operand2+cin)) ;
endmodule
```
**flow/run.sh**
```bash
#!/bin/bash
# OpenROAD 26Q1-2900-gdf79404cd8, Yosys 0.63+post, stock flow scripts
make -C /OpenROAD-flow-scripts/flow DESIGN_CONFIG=/design/flow/config.mk WORK_HOME=/design/flow/orfs finish
```
**flow/config.mk**
```make
export PLATFORM = sky130hd
export DESIGN_NAME = Adder_Sub
export DESIGN_NICKNAME = Adder_Sub
export VERILOG_FILES = /design/flow/design.v
export SDC_FILE = /design/flow/constraint.sdc
export NUM_CORES = 4
export LEC_CHECK = 1
export CORE_AREA = 10 10 111 111
export DIE_AREA = 0 0 121 121
```
**flow/constraint.sdc**
```tcl
current_design Adder_Sub

set clk_period 7.3
set clk_io_pct 0.2

create_clock -name clk0 -period $clk_period

set non_clock_inputs [all_inputs -no_clocks]
set_input_delay [expr $clk_period * $clk_io_pct] -clock clk0 $non_clock_inputs
set_output_delay [expr $clk_period * $clk_io_pct] -clock clk0 [all_outputs]
```
==> results_dict.tcl <==
# metrics dict for downstream scripts
set metrics [dict create \
    synthXorXnorAreaFrac_pct 9.869 \
    yosys_warnings 0 \
    diodes 0 \
    outcome "finished clean" \
    synth.area.mux_share_pct 5.117 \
    timing.setup.tns_ns 0 \
    worst_slew_margin_pct 58.17 \
    routed_via_density 4.734 \
    area_share_of_the_largest_cell_type_after_synthesis_pct 25.59 \
    globalRouteTotalUtil_pct 9.055 \
    max_stage_delay_ns 0.53 \
    crit_required_ns 5.84 \
    timing.critical_path.to_type "primary output" \
    wl_met2_microns 2977 \
    top_area_cell "ha_1" \
    setup.worst_path.start_class "input pin" \
    nFlopsAndLatches 0 \
    placed_cells_incl_taps 523 \
    maxCapViolations 0 \
    tightest_slew_ns 0.6193 \
    power.leakage_nw 1.390 \
    gpl.final_weighted_congestion 0.8783 \
    most_common_cell "inv_1" \
    post_synthesis_chip_area_from_yosys_sq_um 2396 \
    dieArea_sq_um 14640 \
    log.warning_count 49 \
    layout_worst_path_cycle_share_pct 85.21 \
    setup_viol 0 \
    drc 0 \
    layout-area-overhead-vs-synth_pct 30.08 \
    min-delay-path-class "input pin to primary output" \
    top_cells_by_count "62 x inv_1, 49 x ha_1, 30 x a21oi_1, 30 x nor2_1, 21 x xnor2_1" \
    rows 36 \
    floorplan_die_height_microns 121 \
    vias_in_the_first_global_route 2351 \
    worst-endpoint-arrival_ns 4.76 \
    cp_cell_sequence "clkdlybuf4s50_1 -> inv_1 -> fa_1 -> inv_1 -> fa_1 -> nand2b_4 -> a221oi_2 -> o21ai_2 -> o41ai_1 -> a211oi_2 -> xnor2_1 -> o211a_1 -> clkdlybuf4s50_1" \
    post_layout_nonfiller_instances 523 \
    final-max-slew-violation-count 0 \
    fmaxAchievable_mhz 160.8 \
    hpwlAfterDp_microns 5871 \
    wl_per_cell_microns 12.78 \
    cts.hold.buffers_added 0 \
    hold_path_end "result[0]" \
    timing.critical_path.fanout_max 3 \
    antenna_found_initial 0 \
    drtPass1Iterations 4 \
    synthTopCellsByArea "ha_1 26%, inv_1 9.7%, xnor2_1 7.7%" \
    floorplanUtilization_pct 24.29 \
    grt_start_max_net_pins 37 \
    io_pins 57 \
    aoi_share_pct 27.42 \
    cts.repair.resized 0 \
    netlist_instances 338 \
    numPortBuffers 57 \
    drive_above_1_share_pct 4.872 \
    post_synth_instance_area_sq_um 2396 \
    power_density_nw_per_um2 105.5 \
    cp.buffers_inverters 4 \
    ys_sh_adder_pct 28.93 \
    final_hold_violation_count 0 \
    routed_length_on_met3_microns 421 \
    critical_path.slowest_cell "o41ai_1" \
    crit_family "AND-OR/OR-AND gates" \
    distinct_lib_cells 59 \
    cells_in_synth_stat_txt 338 \
    worstHoldPathCells 5 \
    seq_area_frac_synth_pct 0 \
    setup_repair_after_global_routing_missed_its_margin "false" \
    core_area_sq_um 9864 \
    chipWidth_microns 121 \
    global_route_wire_length_before_repair_microns 11410 \
    hp-start "cin" \
    topCombFamilyByArea "adder cells" \
    detailedRoute.firstIterationViolations 119 \
    final.clkbuf_count 0 \
    route.layer.met1.wl_microns 3267 \
    power.ir.vdd_worst_mv 0.02508 \
    syn_area_per_cell_sq_um 7.089 \
    routed_via_count 2476 \
    register_area_sq_um 0 \
    globalRoute.totalOverflow 0 \
    drtAntennaViolNets 0 \
    postCtsSetupRepairBufs 0 \
    criticalPathCategory "input pin to primary output" \
    wl_microns 6686 \
    final.min_clock_period_ns 6.220 \
    top_signal_layer_used "met4" \
    synth-simple-area-share_pct 17.65 \
]
==> worst max-delay path by stage <==
stage	start	to	depth (start not counted)
4_1_cts	operand2[0]	result[16]	13
6_report	operand2[0]	result[16]	13
5_1_grt	operand1[0]	cout	12
==> cells in the final DEF (no fill, tap or decap), types with 2 or more instances in the layout <==
cell and count:
o31ai_1 3, inv_1 62, inv_2 2, nor4b_1 2, o21ai_1 3, or3_1 2
o21ai_0 13, a31oi_1 5, nor3_1 9, nor2b_1 4, ha_1 49, o41ai_1 2
a21o_1 5, a21oi_1 30, fa_1 4, mux2i_1 10, nand4_1 5, nor2_1 30
nand3_1 6, nand2b_1 4, xnor2_1 21, clkdlybuf4s50_1 57, o21a_1 4, o21bai_1 2
o211ai_1 4, nor4_2 2, nand2_1 13, xor2_1 6, mux2_2 2
==> metrics by stage <==
step / total power [mW] / instance area, sq um / utilization (%) / worst slack (ns) / hold slack (ns)
6_report: 0.3288 / 3117 / 31.60 / 1.080 / 4.015
5_1_grt: 0.3700 / 3117 / 31.60 / 0.8121 / 4.082
4_1_cts: 0.3333 / 3117 / 31.60 / 1.059 / 4.028
3_5_place_dp: 0.3308 / 3117 / 31.60 / 1.074 / 4.031
3_3_place_gp: 0.3304 / 3117 / 31.60 / 1.096 / 4.013
2_1_floorplan: 0.2037 / 2396 / - / 2.246 / 3.094
==> where the power goes <==
group          internal, mW  switching [mW]  total (mW)
registers                 0               0           0
clock network             0               0           0
logic                 0.171           0.158       0.329
==> kinds of logic (layout without fill, tap and decap cells) <==
family                   Yosys count  after routing
AND-OR/OR-AND                     93             93
XOR/XNOR                          27             27
adder cells (fa/ha/maj)           53             53
buffers and inverters             70            122
multiplexers                      12             12
AND/OR/NAND/NOR                   83             83
==> final cells by class <==
class,count,area (sq um)
Inverter,64,240.2
Tap cell,133,166.4
Fill cell,1028,6748
Multi-Input combinational cell,268,2132
Timing Repair Buffer,58,578.1
==> routing by layer <==
layer	up-vias	GRT usage [%]
li1	1280	-
met1	1143	13.19
met2	51	14.08
met3	2	1.889
met4	0	0.3017
met5	-	0
Power figures rest on the tool's default switching activity, not on a simulated workload.

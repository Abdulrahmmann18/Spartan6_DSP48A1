==> flow/design.v <==
module multplier #(parameter IN_WIDTH = 18, OUT_WIDTH = 36)
(
	input wire  [IN_WIDTH-1:0]  IN1, IN2,
	output wire [OUT_WIDTH-1:0] MUL_OUT
);
	assign MUL_OUT = IN1 * IN2 ;
endmodule
==> flow/run.sh <==
#!/bin/bash
# OpenROAD 26Q1-2900-gdf79404cd8, Yosys 0.63+post, stock flow scripts
make -C /OpenROAD-flow-scripts/flow DESIGN_CONFIG=/design/flow/config.mk WORK_HOME=/design/flow/orfs finish
==> flow/config.mk <==
export PLATFORM = sky130hd
export DESIGN_NAME = multplier
export DESIGN_NICKNAME = multplier
export VERILOG_FILES = /design/flow/design.v
export SDC_FILE = /design/flow/constraint.sdc
export NUM_CORES = 4
export LEC_CHECK = 1
export CORE_UTILIZATION = 50
==> flow/constraint.sdc <==
current_design multplier

set clk_period 15.8
set clk_io_pct 0.2

create_clock -name clk0 -period $clk_period

set non_clock_inputs [all_inputs -no_clocks]
set_input_delay [expr $clk_period * $clk_io_pct] -clock clk0 $non_clock_inputs
set_output_delay [expr $clk_period * $clk_io_pct] -clock clk0 [all_outputs]
==> out/qor.rpt <==
====================================================================================
Yosys stat cell total                                                          1,240
Accumulated negative setup slack                                                0 ns
Class of the most critical hold timing path                             input pin to output port
Critical-path cell list                                                 clkdlybuf4s50_1 > and2_1 > fa_1 > inv_1 > fa_1 > fa_1 > fa_1 > inv_1 > fa_1 > inv_1 > fa_1 > inv_1 > ha_1 > nand4_1 > a211oi_1 > nor3b_1 > a211oi_1 > o22a_1 > a21oi_1 > xnor2_1 > clkdlybuf4s50_1
Top logic family                                                         adder cells
Total via count in the routed design                                           7,925
Post-Route WL                                                              25,200 um
Die Y                                                                         148 um
Most common cell after layout, fill and taps aside                      sky130_fd_sc_hd__inv_1
Global-route wire length before repair                                     43,500 um
# rows                                                                            53
Residual antenna-violating net count after detailed routing                        0
Post-synth cell types                                                             47
Worst EP required                                                           12.64 ns
Total cell area at the placement stage                                    11,700 um2
Number of buffers inserted for hold repair after clock tree synthesis              0
Final Instance Area                                                       11,700 um2
Via count of the first global-routing pass                                     8,560
Final count of hold timing violations                                              0
Startpoint of the most critical hold path                                     IN2[0]
Vias per inst                                                                   5.09
Clock Buffer Count                                                                 0
Fraction of layout cells with a size suffix above 1                           0.0211
Crit path kind                                                          input pin to output port
Placeable Area                                                            21,000 um2
Number of antenna violations at the first check in global routing                  0
Adder-Cell Fraction of Synth Area                                              0.607
Final worst setup slack                                                      2.39 ns
Crit start category                                                        input pin
Post-cts gate resize count                                                         0
Final-report max-slew violation count                                              0
Number of warnings in the stage logs                                              32
RSZ-0062 raised after global routing                                           false
Final Cycle Share                                                              0.849
Placer Congestion                                                              0.947
Synth Area in Simple Gates                                                     0.181
CP peak stage delay                                                          0.82 ns
Worst max-slew margin expressed relative to the limit                          0.460
AND-OR/OR-AND Cells, Area Fraction                                            0.0599
Smallest hold slack                                                          7.47 ns
Layout filler cell count                                                       1,960
Status                                                                  complete, no violations
Commonest non-fill, non-tap cells in the layout                         315 x sky130_fd_sc_hd__inv_1, 256 x sky130_fd_sc_hd__fa_1, 182 x sky130_fd_sc_hd__nand2_1, 163 x sky130_fd_sc_hd__and2_1, 110 x sky130_fd_sc_hd__ha_1
Router iterations before antenna repair                                            4
GRT Resource Usage Total                                                       0.274
Clock period minus final worst setup slack                                  13.41 ns
Worst-Margin Slew                                                           0.808 ns
Boundary Pins                                                                     72
Utilization after layout                                                       0.558
Count of port buffers added during placement                                      72
Buffers inserted during post-CTS setup optimization                                0
Synthesis-to-finish area growth                                                9.40%
Count of final setup violators                                                     0
Yosys warns                                                                        0
Flop count                                                                         0
Antenna diode count                                                                0
Residual DRC                                                                       0
Gate Area                                                                   9340 um2
Worst setup path start                                                        IN1[7]
Highest-delay cell along the critical path                              sky130_fd_sc_hd__clkdlybuf4s50_1
Setup slack after placement                                                  2.41 ns
Yosys Chip Area                                                           10,700 um2
Placed wire-length estimate                                                21,200 um
Post-synth mux share                                                               0
Fmax                                                                        74.5 MHz
Xor and xnor fraction of the mapped netlist area                              0.0245
Critical path capture point type                                         output port
Max FO, Critical Path                                                             18
Area used by sequential logic in the layout                                    0 um2
Number of violations of the max-capacitance limit                                  0
Sequential share of the synthesized area                                           0
Post-synthesis instance area                                              10,700 um2
Sum of overflow across all layers after global routing                             0
Cells on Worst Hold Path                                                           4
Floorplan Utilization                                                          0.510
Hold Path End                                                             MUL_OUT[0]
Die Size                                                                  22,000 um2
Most frequent CP cell                                                   sky130_fd_sc_hd__fa_1
Number of DRC markers in iteration 0                                             195
Synth Area per Inst                                                         8.64 um2
Pin count of the biggest net entering global routing                              19
Gate Count Post-Synth                                                          1,240
Signal arrival time at the worst endpoint                                   10.25 ns
Horizontal die dimension                                                      148 um
DR WL/cell                                                                   16.2 um
====================================================================================
-- Yosys cell counts (2+ instances only) --
cell / number / area [um2]
sky130_fd_sc_hd__buf_4: 2 / 15.0
sky130_fd_sc_hd__a211oi_1: 3 / 22.5
sky130_fd_sc_hd__nand3_1: 3 / 15.0
sky130_fd_sc_hd__o21a_1: 4 / 30.0
sky130_fd_sc_hd__a221oi_2: 2 / 30.0
sky130_fd_sc_hd__a21oi_1: 31 / 155
sky130_fd_sc_hd__o21ai_1: 5 / 25.0
sky130_fd_sc_hd__inv_1: 315 / 1180
sky130_fd_sc_hd__o22ai_1: 2 / 12.5
sky130_fd_sc_hd__xor2_1: 11 / 96.3
sky130_fd_sc_hd__nand4_1: 4 / 25.0
sky130_fd_sc_hd__a31oi_1: 3 / 18.8
sky130_fd_sc_hd__nor2_1: 12 / 45.0
sky130_fd_sc_hd__or3_1: 3 / 18.8
sky130_fd_sc_hd__a41o_1: 2 / 20.0
sky130_fd_sc_hd__xnor2_1: 19 / 166
sky130_fd_sc_hd__o21ai_0: 8 / 40.0
sky130_fd_sc_hd__o211ai_1: 5 / 37.5
sky130_fd_sc_hd__and4_1: 2 / 17.5
sky130_fd_sc_hd__a21o_1: 16 / 120
sky130_fd_sc_hd__and2_1: 163 / 1020
sky130_fd_sc_hd__nor3_1: 3 / 15.0
sky130_fd_sc_hd__nand2_1: 182 / 683
sky130_fd_sc_hd__nand2_2: 2 / 12.5
sky130_fd_sc_hd__clkbuf_1: 46 / 173
sky130_fd_sc_hd__ha_1: 110 / 1380
sky130_fd_sc_hd__and3_1: 2 / 12.5
sky130_fd_sc_hd__a2111oi_0: 2 / 17.5
sky130_fd_sc_hd__fa_1: 256 / 5120
sky130_fd_sc_hd__and3_2: 2 / 15.0
sky130_fd_sc_hd__nand2b_1: 4 / 25.0
-- kinds of logic (layout without fill, tap and decap cells) --
logic type	count (synthesis)	after routing
compound gates	94	94
xor+xnor	30	30
fa+ha+maj	366	366
buf+inv	364	405
simple gates	386	386
-- worst max-delay path: cells and delay by family --
| kind | cells | cell delay (ns) |
|---|---|---|
| AND-OR/OR-AND | 4 | 1.32 |
| XOR/XNOR | 1 | 0.15 |
| adder cells (fa/ha/maj) | 7 | 3.41 |
| buffers and inverters | 6 | 1.50 |
| AND/OR/NAND/NOR | 3 | 0.73 |
-- routing by layer --
layer | vias to the layer above | share of wire | global-route usage | routed length [um]
met1 | 3919 | 0.43 | 0.411 | 10800
met5 | - | 0 | 0 | 0
met3 | 10 | 0.12 | 0.134 | 3010
li1 | 3723 | - | - | -
met4 | 0 | 0.0047 | 0.0139 | 118
met2 | 273 | 0.45 | 0.400 | 11300
-- metrics by stage --
stage | instances
2_1_floorplan | 1240
6_report | 1556
4_1_cts | 1556
3_5_place_dp | 1556
5_1_grt | 1556
3_3_place_gp | 1556
-- worst max-delay path by stage --
stage,end,slack [ns]
after CTS,MUL_OUT[33],2.36
after global routing,MUL_OUT[35],2.00
final,MUL_OUT[33],2.39
-- layout make-up --
| cell class | instances | area share |
|---|---|---|
| Inverter | 315 | 0.101 |
| Multi-Input combinational cell | 876 | 0.797 |
| Tap cell | 275 | 0.0293 |
| Timing Repair Buffer | 90 | 0.0730 |
